==> design/flow/design.v <==
`timescale 1ns / 1ps
(* top *) module main (
  (* iopad_external_pin, clkbuf_inhibit *) 	input i_clk_50mhz,  
  (* iopad_external_pin *) 					input fpga_done,	 
  (* iopad_external_pin *) input i_osc_ready,	 
  (* iopad_external_pin *) output o_osc_en,	 
  (* iopad_external_pin *) output pmod_cat,   
  (* iopad_external_pin *) output [6:0] pmod_segment,		  
  (* iopad_external_pin *) output pmod_oe,		 
  (* iopad_external_pin *) output testpoint_1hz,	 
  (* iopad_external_pin *) output testpoint_781KHz,	 
  (* iopad_external_pin *) output testpoint_refresh, 
  (* iopad_external_pin *) output testpoint_oe		 
);
assign o_osc_en = 1'b1;
assign pmod_oe = 1'b1;
localparam TICK_INCREMENT = 78125;
wire [1:0] active_digit_onehot;
wire [7:0] o_segment;
reg [7:0] r_data = 0;
reg r_data_ready = 0;
  wire w_rst;
  input_reset_buf impl_input_reset_buf (
    .i_clk        (i_clk_50mhz),
    .i_por        (~(fpga_done & i_osc_ready)),  
    .o_rst        (w_rst)
  );
wire clk_781khz;
wire clk_781khz_pulse;
clock_prescaler #(5) counter_clk_gen (i_clk_50mhz, w_rst, clk_781khz);
pulse_generator pulse_gen (
	.clock(i_clk_50mhz),
	.level_in(clk_781khz),
	.pulse_posedge_out(clk_781khz_pulse)
);
wire clk_display_refresh;
clock_prescaler #(16) display_clk_gen (i_clk_50mhz, w_rst, clk_display_refresh);
wire display_refresh_pulse;
pulse_generator display_pulse_gen (
	.clock(i_clk_50mhz),
	.level_in(clk_display_refresh),
	.pulse_posedge_out(display_refresh_pulse)
);
wire [7:0] bcd_data;
wire bcd_data_ready;
bcd_convertor bcd_conv(
	.i_clk(i_clk_50mhz),
	.i_rst(w_rst),
	.i_data(r_data),  
	.i_load(r_data_ready),  
	.o_bcd_data(bcd_data),  
	.o_bcd_valid(bcd_data_ready)  
);
seven_seg_disp_ctrl_2d #(.SEL_CA(1)) seven_seg_ctrl(.i_clk(i_clk_50mhz), 
									  .i_rst(w_rst),
									  .i_load(bcd_data_ready), 
									  .i_en(1'b1), 
									  .i_refresh_clock(display_refresh_pulse), 
									  .i_data({2'b0, bcd_data}),  
									  .o_active_digit(active_digit_onehot), 
									  .o_segment(o_segment));
wire onehertz_pulse;
down_counter #(.COUNT_FROM(TICK_INCREMENT)) onehertz_counter (
	.i_clk(i_clk_50mhz),
	.i_rst(w_rst),
	.i_count_en(clk_781khz_pulse),
	.count_hit(onehertz_pulse)
);
always @(posedge i_clk_50mhz) begin
	if (w_rst) begin
		r_data <= 0;
		r_data_ready <= 0;
	end else begin
		if (onehertz_pulse) begin
			if (r_data == 99) begin
				r_data <= 0;
				r_data_ready <= 1;
			end else begin
				r_data <= r_data + 1;
				r_data_ready <= 1;
			end
		end else begin
			r_data <= r_data;
			r_data_ready <= 0;
		end
	end
end
assign pmod_cat = active_digit_onehot[1];
assign pmod_segment = o_segment[7:1];
assign testpoint_1hz = r_data[0];
assign testpoint_781KHz = clk_781khz;
assign testpoint_refresh = clk_display_refresh;
assign testpoint_oe = 1'b1;
endmodule
`timescale 1ns / 1ps
module seven_seg_disp_ctrl_2d #(
  parameter SEL_CA = 1'b0    
) (
  input        i_clk,            
  input        i_rst,            
  input        i_load,           
  input        i_en,             
  input        i_refresh_clock,  
  input  [9:0] i_data,           
  output [1:0] o_active_digit,   
  output [7:0] o_segment         
);
  localparam DIGIT_0 = (SEL_CA) ? 2'b01 : 2'b10;
  localparam DIGIT_1 = (SEL_CA) ? 2'b10 : 2'b01;
  reg [9:0] r_data;
  reg [4:0] r_digit;
  reg [6:0] r_digit_out;
  reg       r_dp;
  reg [1:0] r_active_digit;
  always @(posedge i_clk) begin
    if (i_rst) begin
      r_active_digit    <= DIGIT_0;
    end else if (i_refresh_clock) begin
      r_active_digit    <= r_active_digit << 1;
      r_active_digit[0] <= r_active_digit[1];
    end
  end
  always @(posedge i_clk) begin
    if (i_rst) begin
      r_data <= 'h0;
    end else if (i_load) begin
      r_data <= i_data;
    end
  end
  always @(posedge i_clk) begin
    if (i_rst) begin
      r_digit <= 'h0;
    end else begin
      case (r_active_digit)
        DIGIT_0: r_digit <= {r_data[8], r_data[3:0]};
        DIGIT_1: r_digit <= {r_data[9], r_data[7:4]};
        default: r_digit <= {r_data[8], r_data[3:0]};
      endcase
    end
  end
  always @(posedge i_clk) begin
    if (i_rst) begin
      r_digit_out <= (SEL_CA) ? 7'b0000000 : 7'b1111111;
    end else if (i_en) begin
      case (r_digit[3:0])
        4'b0000 : r_digit_out <= (SEL_CA) ? 7'b1111110 : 7'b0000001;  
        4'b0001 : r_digit_out <= (SEL_CA) ? 7'b0110000 : 7'b1001111;  
        4'b0010 : r_digit_out <= (SEL_CA) ? 7'b1101101 : 7'b0010010;  
        4'b0011 : r_digit_out <= (SEL_CA) ? 7'b1111001 : 7'b0000110;  
        4'b0100 : r_digit_out <= (SEL_CA) ? 7'b0110011 : 7'b1001100;  
        4'b0101 : r_digit_out <= (SEL_CA) ? 7'b1011011 : 7'b0100100;  
        4'b0110 : r_digit_out <= (SEL_CA) ? 7'b1011111 : 7'b0100000;  
        4'b0111 : r_digit_out <= (SEL_CA) ? 7'b1110000 : 7'b0001111;  
        4'b1000 : r_digit_out <= (SEL_CA) ? 7'b1111111 : 7'b0000000;  
        4'b1001 : r_digit_out <= (SEL_CA) ? 7'b1111011 : 7'b0000100;  
        4'b1010 : r_digit_out <= (SEL_CA) ? 7'b1110111 : 7'b0001000;  
        4'b1011 : r_digit_out <= (SEL_CA) ? 7'b0011111 : 7'b1100000;  
        4'b1100 : r_digit_out <= (SEL_CA) ? 7'b1001110 : 7'b0110001;  
        4'b1101 : r_digit_out <= (SEL_CA) ? 7'b0111101 : 7'b1000010;  
        4'b1110 : r_digit_out <= (SEL_CA) ? 7'b1001111 : 7'b0110000;  
        4'b1111 : r_digit_out <= (SEL_CA) ? 7'b1000111 : 7'b0111000;  
        default : r_digit_out <= (SEL_CA) ? 7'b0000000 : 7'b1111111;  
      endcase
    end else begin
      r_digit_out <= (SEL_CA) ? 7'b0000000 : 7'b1111111;
    end
  end
  always @(posedge i_clk) begin
    if (i_rst) begin
      r_dp <= (SEL_CA) ? 1'b0 : 1'b1;
    end else if (i_en) begin
      r_dp <= (SEL_CA) ? r_digit[4] : ~r_digit[4];
    end else begin
      r_dp <= (SEL_CA) ? 1'b0 : 1'b1;
    end
  end
  assign o_segment      = {r_digit_out, r_dp};
  assign o_active_digit = r_active_digit;
endmodule
module bcd_convertor (
    input wire          i_clk,
    input wire          i_rst,          
    input wire [7:0]    i_data,         
    input wire          i_load,         
    output wire [7:0]   o_bcd_data,     
    output reg          o_bcd_valid    
);
    reg [15:0] scratch;
    reg [3:0] shift_count;  
    localparam SHIFTS = 8;
    always @(posedge i_clk) begin
        if (i_rst) begin
            scratch <= 0;
            o_bcd_valid <= 0;
        end else if (i_load) begin
            scratch <= {8'b0, i_data};  
            o_bcd_valid <= 0;
            shift_count <= SHIFTS;
        end else begin
            if (shift_count == 0) begin
                o_bcd_valid <= 0;   
            end else begin
                if ((scratch & 'hF000) > 'h4000) begin  
                    scratch <= (scratch + 'h3000) << 1;
                end else if ((scratch & 'h0F00) > 'h0400) begin  
                    scratch <= (scratch + 'h0300) << 1;
                end else begin
                    scratch <= scratch << 1;
                end
                o_bcd_valid <= 0;
                shift_count <= shift_count - 1;
                if (shift_count == 1) begin
                    o_bcd_valid <= 1;  
                end
            end
        end
    end
    assign o_bcd_data = scratch[15:8];  
endmodule
module clock_prescaler #(
    parameter N_STAGES = 6
)(
    input wire i_clk,
    input wire i_rst,
    output wire o_clk
);
    reg [N_STAGES:0] counter;
    always @(posedge i_clk or posedge i_rst) begin
        if (i_rst) begin
            counter <= 0;
        end else begin
            counter <= counter + 1;
        end
    end
    assign o_clk = counter[N_STAGES];
endmodule
module down_counter #(
    parameter COUNT_FROM = 100  
)(
    input wire i_clk,
    input wire i_rst,
    input wire i_count_en,
    output reg count_hit
);
    localparam COUNTER_WIDTH = $clog2(COUNT_FROM);
    reg [COUNTER_WIDTH:0] counter;
    always @(posedge i_clk or posedge i_rst) begin
        if (i_rst) begin
            counter <= COUNT_FROM-1;
        end else begin
            if (i_count_en) begin
                if (counter == 0) begin
                    counter <= COUNT_FROM-1;
                    count_hit <= 1;
                end else begin
                    counter <= counter - 1;
                    count_hit <= 0;
                end
            end else begin
                count_hit <= 0;
            end
        end
    end
endmodule
`timescale 1ns / 1ps
module input_reset_buf(
  input      i_clk,      
  input      i_por,      
  output reg o_rst       
);
  reg       r_por;
  always @(posedge i_clk) begin
    r_por <= i_por;
  end
  always @(posedge i_clk) begin
    o_rst <= r_por;
  end
endmodule
`default_nettype none
module pulse_generator
(
    input   wire    clock,
    input   wire    level_in,
    output  reg     pulse_posedge_out
);
    initial begin
        pulse_posedge_out = 1'b0;
    end
    reg level_in_delayed = 0;
    always @(posedge clock) begin
        level_in_delayed <= level_in;
    end
    always @(posedge clock) begin
        if (level_in && !level_in_delayed) begin
            pulse_posedge_out <= 1'b1;
        end else begin
            pulse_posedge_out <= 1'b0;
        end
    end
endmodule
==> design/flow/run.sh <==
#!/bin/bash
# OpenROAD 26Q1-2900-gdf79404cd8, Yosys 0.63+post, stock flow scripts
make -C /OpenROAD-flow-scripts/flow DESIGN_CONFIG=/design/flow/config.mk WORK_HOME=/design/flow/orfs finish
==> design/flow/config.mk <==
export PLATFORM = sky130hd
export DESIGN_NAME = main
export DESIGN_NICKNAME = main
export VERILOG_FILES = /design/flow/design.v
export SDC_FILE = /design/flow/constraint.sdc
export NUM_CORES = 4
export LEC_CHECK = 1
export CORE_UTILIZATION = 30
==> design/flow/constraint.sdc <==
current_design main

set clk_period 1.6
set clk_io_pct 0.2

create_clock -name clk0 -period $clk_period [get_ports {i_clk_50mhz}]

set non_clock_inputs [all_inputs -no_clocks]
set_input_delay [expr $clk_period * $clk_io_pct] -clock clk0 $non_clock_inputs
set_output_delay [expr $clk_period * $clk_io_pct] -clock clk0 [all_outputs]
==> metrics.cfg <==
[synth]
synth-seq-area-share_pct=50.5
synth_largest_type_area_fraction_pct=23.8
synth_stat.cells=424
async_flop_share_pct=41.4
syn-cell-area_um2=4450
netlist_instances=424
synth_flops=99
ys.flop_type=dfxtp_1
ys_area_um2=4450
synthDominantAreaCellType=dfxtp_1
enable_flop_cells=5
synth_cell_type_count=52
synthTopCellsByArea=dfxtp_1 (24%), dfrtp_1 (19%), mux2i_1 (6.1%), ha_1 (4.8%), nor2_1 (4.6%)
yosysWarnings=8
synthesis.area_per_instance_um2=10.5

[worst_setup_path]
worst_r2r_startpoint=bcd_conv.shift_count[0]$_SDFFCE_PP0P_
critical_path_peak_fanout=8
setup.worst_path.start=bcd_conv.shift_count[0]$_SDFFCE_PP0P_
timing.setup.critical_path_class=reg -> reg
startpoint_type=flop
slowest_delay_ns=0.42
timing.critical_path.arrival_ns=1.90
crit_chain=inv_2 -> ha_4 -> nor3b_4 -> buf_12 -> mux2_2 -> mux2i_1 -> nor2_1
critical_path.slowest_cell=edfxtp_1
cp_data_required_time_ns=1.82
timing.critical_path.to_type=flop

[die]
floorplan.core_util_pct=30.7
ios=17
fp.dieW_um=124
std_cell_rows=44
coreArea_um2=14500
dieArea_um2=15300
die_h_um=124

[power_and_ir_drop]
power.switching_w=0.000983
p_seq_share_pct=51.4
worst_ir_drop_vdd_v=0.000661
internal-power_w=0.00396
share_of_total_power_in_combinational_logic_pct=3.0
tot_pwr_w=0.00494
clkPwrFrac_pct=45.6
p_leak_nw=2.12
power_per_cell_area_nw_per_um2=881
sw_frac_of_total_pct=19.9

[sta]
grt_setup_unrepaired=true
report.final.setup_viol=10
final.setup.worst_slack_ns=-0.0802
post-route-period-util_pct=105
slew_viol_final=0
tns_ns=-0.405
setup_skew_ns=0.00394
hold_violations=0
max_clock_freq_mhz=595
period_needed_ns=1.68

[global_route]
antenna_violations_before_repair=0
grt_start_max_net_pins=32
gr-usage-all-layers_pct=11.4
global_route_wire_length_before_repair_um=13800
number_of_global_route_vias_before_repair=2980
globalRoute.totalOverflow=0

[place]
port_buffers=13
detailedPlacementHpwl_um=5360
routabilityCongestion=0.813
placed_cell_area_um2=5130
dp_cells=644

[route]
detail_route.drc_violations=0
num_antenna_cells=0
route.vias.total=3038
drt-total-wl_um=7990
detailedRoute.firstPassIterationCount=6
viasPerCell=4.53
detail-route-antenna-nets=0
detail_route.iter0.violations=173
detail_route.wl_per_cell_um=11.9

[run]
max_cap_viol_count=0
tool_warnings=37

[clocking]
total_number_of_clock_tree_sinks=99
max-clock-path-buffers=2
numCtsBuffers=9
clock_tree.root_cell=clkbuf_16
worstSkewPairLatency_ns=0.33
cts.htree.levels=3
clkSlewWorstSetupHoldPaths_ns=0.06
tritoncts=yes

[worst_hold_path]
class_of_the_most_critical_hold_timing_path=reg -> reg
worstHoldStart=impl_input_reset_buf.r_por$_DFF_P_

[finish]
final_cell_area_um2=5610
layout-area-overhead-vs-synth_pct=26.1
layout-drive-gt1-share_pct=25.1
fin_cells=671

[run_status]
status=finished, violations left
failed_checks=setup timing

-- metal layers --
metal  vias to the layer above  wire length (µm)  global-route usage (%)
li1                       1565                 -                       -
met1                      1429              4100                    17.8
met2                        36              3540                    17.3
met3                         8               258                    2.34
met4                         0                98                    1.36
met5                         -                 0                       0
-- cells by family after synthesis --
kind of cell             Yosys count  share of synthesized area (%)
multiplexers                      37                           8.86
buffers and inverters             41                           3.88
flip-flops                        99                           50.5
adder cells (fa/ha/maj)           17                           4.78
AND-OR/OR-AND                     37                           5.48
other                              1                         0.0843
AND/OR/NAND/NOR                  150                           18.2
XOR/XNOR                          42                           8.27
-- cell type report --
| type | count | area [µm²] |
|---|---|---|
| sequential | 99 | 2250 |
| clock inverter | 5 | 77.6 |
| tap | 184 | 230 |
| inverter | 22 | 86.3 |
| clock buffer | 11 | 233 |
| fill | 1344 | 8860 |
| multi-input combinational | 286 | 2200 |
| timing repair buffer | 64 | 533 |
-- repair_timing --
item	4_1_cts	5_1_grt
setup endpoints to repair	20	31
gates cloned	0	0
pin swaps	2	10
resized	5	22
setup buffers	3	8
hold buffers	0	0
hold endpoints to repair	0	0
-- path summary, 6_finish.rpt --
check	endpoint	slack, ns	depth (start not counted)
max in group asynchronous	onehertz_counter.counter[8]$_DFFE_PP1P_	0.56	3
worst max-delay path	bcd_conv.scratch[5]$_SDFFE_PP0N_	-0.08	7
worst max register to register	bcd_conv.scratch[5]$_SDFFE_PP0N_	-0.08	7
worst min-delay path	impl_input_reset_buf.o_rst$_DFF_P_	0.33	0
worst min register to register	impl_input_reset_buf.o_rst$_DFF_P_	0.33	0
min in group asynchronous	display_clk_gen.counter[6]$_DFF_PP0_	0.38	2
-- cells in the final DEF, fill, tap and decap left out, drive strengths merged, types with 8 or more instances in the layout --
cell           count
o21ai              8
dfrtp             34
buf               51
clkdlybuf4s50     13
a21oi             12
mux2               9
nor2b              8
inv               21
xnor2             21
ha                17
nor3              15
nand2             20
nor2              54
dfxtp             53
clkbuf            11
mux2i             27
nand3             18
xor2              21
-- worst max-delay path: cells and delay by family, from the launching register on --
kind	cells	cell delay, ns
muxes	2	0.46
DFF	1	0.42
and+or+nand+nor	2	0.28
buffers and inverters	2	0.26
adders and majority gates	1	0.13
-- synthesized netlist by cell type, drive strengths merged, types with 3 or more instances --
cell type and n:
inv 22, dfstp 7, xnor2 21, dfrtp 34, nand3b 3, a21oi 12, clkbuf 14, dfxtp 53
buf 5, nand4 5, xor2 21, nor2b 8, a211oi 4, nor3 15, nand2b 5, mux2i 27
and3 3, nor4 7, nor2 54, nand3 18, ha 17, edfxtp 5, o21ai 8, mux2 9
nand2 20
-- per-stage QoR --
| stage | utilization [%] | worst slack [ns] | hold WS [ns] |
|---|---|---|---|
| 2_1_floorplan | - | -0.107 | 0.310 |
| 3_3_place_gp | 35.4 | -0.0392 | 0.313 |
| 3_5_place_dp | 35.4 | -0.0952 | 0.312 |
| 4_1_cts | 37.8 | -0.0640 | 0.327 |
| 5_1_grt | 38.8 | -0.162 | 0.338 |
| 6_report | 38.8 | -0.0802 | 0.326 |
-- power groups by stage --
stage / sequential, W / combinational [W] / clock (W)
finish: 0.00254 / 0.000147 / 0.00226
global route: 0.00254 / 0.000165 / 0.00242
CTS: 0.00254 / 0.000143 / 0.00233
-- registers in the layout (all words and copies together) (netlist names), 2 cells and up --
name and count:
onehertz_counter.counter 18, display_clk_gen.counter 17, bcd_conv.scratch 16, r_data 8
seven_seg_ctrl.r_data 8, seven_seg_ctrl.r_digit_out 7, counter_clk_gen.counter 6, bcd_conv.shift_count 4
seven_seg_ctrl.r_digit 4, seven_seg_ctrl.r_active_digit 2
Power and IR drop assume default switching activity.
